===== flow/run.sh =====
#!/bin/bash
# OpenROAD 26Q1-2900-gdf79404cd8, Yosys 0.63+post, stock flow scripts
make -C /OpenROAD-flow-scripts/flow DESIGN_CONFIG=/design/flow/config.mk WORK_HOME=/design/flow/orfs finish

===== flow/config.mk =====
export PLATFORM = sky130hd
export DESIGN_NAME = simple_dual_port_ram_single_clk_sv
export DESIGN_NICKNAME = simple_dual_port_ram_single_clk_sv
export VERILOG_FILES = /design/flow/design.v
export SDC_FILE = /design/flow/constraint.sdc
export NUM_CORES = 4
export LEC_CHECK = 1
export CORE_UTILIZATION = 40
export SYNTH_HDL_FRONTEND = slang

===== flow/constraint.sdc =====
current_design simple_dual_port_ram_single_clk_sv

set clk_period 2.7
set clk_io_pct 0.2

create_clock -name clk0 -period $clk_period [get_ports {clk}]

set non_clock_inputs [all_inputs -no_clocks]
set_input_delay [expr $clk_period * $clk_io_pct] -clock clk0 $non_clock_inputs
set_output_delay [expr $clk_period * $clk_io_pct] -clock clk0 [all_outputs]

===== flow/design.v =====
module simple_dual_port_ram_single_clk_sv #(
		parameter DATA_WIDTH= 8,
		parameter ADDR_WIDTH= 4,
		parameter TXT_FILE= "memX.txt"
)(
		input  logic                  clk,		
		input  logic                  write_en_i,
		input  logic [ADDR_WIDTH-1:0] write_addr_i,				
		input  logic [ADDR_WIDTH-1:0] read_addr_i,
		input  logic [DATA_WIDTH-1:0] write_data_i,
		output logic [DATA_WIDTH-1:0] read_data_o
);
logic [DATA_WIDTH-1:0] RAM_structure [2**ADDR_WIDTH-1:0]; 
initial begin   
		$readmemh(TXT_FILE, RAM_structure);		
end
always_ff @ (posedge clk) begin
		if(write_en_i)
				RAM_structure[write_addr_i] <= write_data_i;
		read_data_o <= RAM_structure[read_addr_i];		
end
endmodule

==> ci_impl_report.md <==
### Flow metrics

| Metric | Value |
|---|---|
| Initial DRC count | `204` |
| Post-Synthesis Cell Area | `5150 sq um` |
| Die Width | `115 um` |
| Outcome | `complete, no violations` |
| CTS tree | `built` |
| CTS buffer count | `17` |
| Hold Vio Cnt, Final | `0` |
| Max-cap violation count | `0` |
| Filler Cell Count | `999` |
| Number of search-and-repair iterations in the first detailed-routing pass | `4` |
| Largest net degree at the start of global routing | `33` |
| Cell count after synthesis | `229` |
| Cell breakdown of the critical path | `clkdlybuf4s50_1 -> or3b_2 -> nor3_1 -> buf_4` |
| Number of setup violations in the final report | `0` |
| Static leakage | `2.10 nW` |
| Number of port buffers | `25` |
| Fraction of registers with async set/reset | `0` |
| Total length of routed wires | `9.60 mm` |
| Final weighted congestion of routability-driven global placement | `0.765` |
| Worst hold stages | `3` |
| Maximum clock frequency | `552 MHz` |
| DRC violation count after routing | `0` |
| FF+latch count, synth | `136` |
| Slowest stage cell on the critical path | `clkdlybuf4s50_1` |
| Area used by multi-input combinational logic | `1060 sq um` |
| Most popular library cell in the synthesized design by count | `edfxtp_1` |
| Pre-Place Util | `0.410` |
| YS chip area | `5150 sq um` |
| Origin of the worst min-delay path | `RAM_structure[14][2]` |
| Start of the worst register-to-register path | `RAM_structure[0][0]` |
| Fin crit share | `0.671` |
| Overall chip area | `13300 sq um` |
| Crit path max fanout | `8` |
| Final tally of max-slew violations | `0` |
| Final worst path period need | `1.81 ns` |
| Post-CTS Setup Bufs | `0` |
| Number of warnings issued by yosys | `0` |
| Tightest Pin Transition | `0.653 ns` |
| Share of cells above drive strength 1 | `0.237` |
| Worst supply voltage drop on vdd | `0.000382 V` |
| Worst min-delay path class | `register to register` |
| RSZ-0062 raised after global routing | `no` |
| WP data required | `2.80 ns` |
| Category of the worst setup path capture point | `register` |
| Area growth syn-to-layout | `22.0%` |
| Part of the Yosys area used for sequential elements | `0.778` |
| Worst relative slew slack | `0.564` |
| Hold Path Sink | `read_data_o[2]` |
| Std-Cell Core Area | `12600 sq um` |
| Nature of the critical path startpoint | `primary input` |
| Synth cell count leaders | `edfxtp_1 (128), mux4_2 (18), a22oi_1 (16)` |
| Count of vias placed by the detailed router | `2413` |
| Yosys Instances | `229` |
| Die Y | `115 um` |
| Tally of OpenROAD warnings | `25` |
| Clock H-tree levels | `4` |
| Syn Area/Cell | `22.5 sq um` |
| Post-cts repair resize count | `0` |
| Detailed-route vias per instance | `5.17` |
| Hold-fix buffers, CTS | `0` |
| Dominant cell area share | `0.747` |
| Buffer cell driving the clock tree root | `clkbuf_16` |
| Clock-pin slew on the worst setup and hold paths | `0.05 ns` |
| Wire length of the first global-routing pass | `15.2 mm` |
| Commonest register cell after synthesis | `edfxtp_1` |
| Vias in the first global route | `2643` |
| WL per Instance | `20.6 um` |
| Synth area leaders | `edfxtp_1 (75%), mux4_2 (7.9%), mux4_1 (7.1%), dfxtp_1 (3.1%), a22oi_1 (2.3%)` |
| RR Endpoint | `read_data_o[0]` |
| CP Data Arrival Time | `1.91 ns` |
| Clk latency late pin | `0.40 ns` |
| Skew final | `0.00673 ns` |
| Power density normalized to cell area | `770 nW/um^2` |
| Detailed Place HPWL | `5.80 mm` |
| Number of top-level design ports | `26` |
| Final antenna-violating net count | `0` |
| Post-synth EDFFs | `128` |
| Cell taking the most area after synthesis | `edfxtp_1` |
| Sink count of the clock tree | `136` |
| Setup TNS | `0 ns` |
| Maximum count of clock buffers along a single path | `2` |
| Antenna Cells | `0` |
| Placement row count | `41` |
| Initial antenna violation count | `0` |
| Total power consumption of the routed design | `4.83 mW` |
| Count of unique library cells instantiated by Yosys | `19` |
| Reg2Reg Setup Slack | `1.31 ns` |
| Worst-case reg-to-reg path depth | `3` |
| Slowest cell delay on critical path | `0.51 ns` |
| Overall routing resource usage | `0.175` |
| Area used by sequential logic in the layout | `4000 sq um` |
| Total congestion overflow | `0` |
| Setup CP Type | `primary input to register` |
## state kept, by name, indices dropped and copies added, names as in the netlist
register       cells
RAM_structure    128
read_data_o        8
## worst max-delay path by stage
| stage | from | to | slack (ns) |
|---|---|---|---|
| 6_report | write_en_i | RAM_structure[0][7] | 0.89 |
| 5_1_grt | read_data_o[0] | read_data_o[0] | 0.83 |
| 4_1_cts | read_data_o[0] | read_data_o[0] | 0.87 |
## per-stage QoR
| step | hold slack (ns) | area, sq um | util | cells | setup slack, ns |
|---|---|---|---|---|---|
| after floorplan | 0.629 | 5150 | - | 229 | 0.667 |
| after global placement | 0.648 | 5700 | 0.453 | 436 | 0.471 |
| after detailed placement | 0.655 | 5700 | 0.453 | 436 | 0.477 |
| after CTS | 0.666 | 6280 | 0.500 | 467 | 0.867 |
| after global routing | 0.720 | 6280 | 0.500 | 467 | 0.831 |
| final | 0.666 | 6280 | 0.500 | 467 | 0.889 |
## per-layer routing
metal | wire, um | share of wire | track usage
met1 | 3830 | 0.40 | 0.264
met2 | 4500 | 0.47 | 0.248
met3 | 1180 | 0.12 | 0.107
met4 | 96 | 0.010 | 0.0216
met5 | 0 | 0 | 0
## critical path: cells and delay by family
kind	cells	cell delay, ns
buffers and inverters	2	0.72
AND/OR/NAND/NOR	2	0.66
## report_power, final
part	total [mW]	leakage [nW]	switching [mW]	internal (mW)
Sequential	2.37	1.22	0.0117	2.36
Clock	2.22	0.291	0.779	1.44
Combinational	0.238	0.582	0.118	0.120
## cell families (layout without fill, tap and decap cells)
kind of cell	Yosys count	in the layout	share of synthesized area
DFF	136	136	0.778
AOI/OAI and AO/OA	16	16	0.0233
and+or+nand+nor	35	35	0.0318
muxes	32	32	0.150
buffers and inverters	10	76	0.0168
## cell type report
class / count / area share
sequential: 136 / 0.638
tap: 172 / 0.0343
clock buffer: 22 / 0.0771
clock inverter: 9 / 0.0155
timing repair buffer: 45 / 0.0670
multi-input combinational: 83 / 0.168
## placed cells by master (no fill, tap or decap), drive strengths merged
cell           Yosys  final
a22oi             16     16
mux4              32     32
clkbuf             0     22
bufinv             0      2
and2b              1      1
clkinvlp           0      1
clkdlybuf4s50      0     24
nor2              13     13
nand3              1      1
clkinv             0      6
nand2              9      9
and2               1      1
buf                7     21
nor3               4      4
or3b               1      1
dfxtp              8      8
nand2b             2      2
edfxtp           128    128
nor2b              1      1
nand3b             2      2
Power is estimated from default activity; no workload was simulated.
